--- flow/config.mk ---
export PLATFORM = sky130hd
export DESIGN_NAME = Instrc_read
export DESIGN_NICKNAME = Instrc_read
export VERILOG_FILES = /design/flow/design.v
export SDC_FILE = /design/flow/constraint.sdc
export NUM_CORES = 4
export LEC_CHECK = 1
export CORE_UTILIZATION = 50
export SYNTH_MEMORY_MAX_BITS = 65536
--- flow/constraint.sdc ---
current_design Instrc_read

set clk_period 1.8
set clk_io_pct 0.2

create_clock -name clk0 -period $clk_period [get_ports {clk}]

set non_clock_inputs [all_inputs -no_clocks]
set_input_delay [expr $clk_period * $clk_io_pct] -clock clk0 $non_clock_inputs
set_output_delay [expr $clk_period * $clk_io_pct] -clock clk0 [all_outputs]
--- flow/design.v ---
`timescale 1ns/1ns
module Instrc_read(clk,pc,instruction,currentpc  );
output reg[31:0]currentpc;
output reg [31:0] instruction;
input [31:0] pc;
input clk;
reg [7:0] instructions[1023:0];
integer i;
reg [31:0]temp1,temp2,temp3;
initial 
begin
instructions[0]=8'b00111101;    
instructions[1]=8'b00000000;
instructions[2]=8'b00010000;
instructions[3]=8'b00100001;
instructions[4]=8'b00100010;	  
instructions[5]=8'b01000000;
instructions[6]=8'b00010001;
instructions[7]=8'b00000010;
instructions[8]=8'b00001000;		 
instructions[9]=8'b00000000;
instructions[10]=8'b00110010;
instructions[11]=8'b00010010;
instructions[12]=8'b00000100;		 
instructions[13]=8'b00000000;
instructions[14]=8'b00110010;
instructions[15]=8'b00010110;
instructions[16]=8'b00000000;		 
instructions[17]=8'b00000000;
instructions[18]=8'b00010001;
instructions[19]=8'b10001110;
instructions[20]=8'b00001000;    
instructions[21]=8'b00000000;
instructions[22]=8'b11100000;
instructions[23]=8'b00000011;
instructions[24]=8'b00000100;     
instructions[25]=8'b00000000;
instructions[26]=8'b00000000;
instructions[27]=8'b00001000;
end
always@(posedge clk)
begin
currentpc=pc;
temp1=pc+32'd3;
temp2=pc+32'd2;
temp3=pc+32'd1;
instruction={instructions[pc+32'd3],instructions[pc+32'd2],instructions[pc+32'd1],instructions[pc]};
end
endmodule
module tb;
wire [31:0]instructionn;
reg [31:0]pc;
Instrc_read DUT(pc,instructionn);
initial 
begin
pc=32'd4;
#40
pc=32'd8;
end
endmodule
--- flow/run.sh ---
#!/bin/bash
# OpenROAD 26Q1-2900-gdf79404cd8, Yosys 0.63+post, stock flow scripts
make -C /OpenROAD-flow-scripts/flow DESIGN_CONFIG=/design/flow/config.mk WORK_HOME=/design/flow/orfs finish
==> flow_summary.json <==
{
  "grt_pass1_wl_mm": 11.0,
  "power_density_nw_per_um2": 845,
  "drive_gt1_share_pct": 23.7,
  "hold_viol": 0,
  "place_inst": 447,
  "htreeDepth": 3,
  "hpwl_mm": 4.91,
  "worstPathArrival_ns": 2.04,
  "first_pass_iters": 4,
  "ys_sh_mux_pct": 5.53,
  "ys_warn_count": 1,
  "worstMarginPinSlew_ns": 0.329,
  "layout_setup_ws_ns": 0.00204,
  "place_ws_ns": -0.547,
  "p_sw_mw": 0.841,
  "finalCritPeriodShare_pct": 99.9,
  "busiest_layer": "met2",
  "ys_cells": 246,
  "end_kind": "flip-flop",
  "xor_area_share_pct": 7.38,
  "drc": 0,
  "ir_drop_v": 0.000811,
  "root_buffer": "clkbuf_8",
  "cts_buffers": 9,
  "grt_overflow": 0,
  "pin_count": 97,
  "outcome": "finished, final reports clean",
  "finalSetupViolations": 0,
  "grtUsageMet2_pct": 43.4,
  "min_period_ns": 1.80,
  "layout.cells.non_filler": 463,
  "required_ns": 2.04,
  "cts_tree": "built",
  "timing.fmax_mhz": 556,
  "vias": 2408,
  "p_int_mw": 2.76,
  "area_growth_pct": 66.4,
  "slew_viol_final": 0,
  "power_mw": 3.60,
  "path_max_fanout": 7,
  "min_from": "pc[3]",
  "placed_area_um2": 3950,
  "yosys.area_share.aoi_pct": 12.9,
  "hold_path_class": "in2reg",
  "clkPwrFrac_pct": 34.6,
  "async_reset_ff_share_pct": 0,
  "grt_pass1_vias": 2194,
  "wl_per_cell_um": 15.9,
  "drt_iter0_markers": 108,
  "portBuffers": 96,
  "grt_max_degree": 20,
  "swShare_pct": 23.4,
  "adder_share_pct": 6.36,
  "antenna_found_initial": 0,
  "track_usage_pct": 27.9,
  "yosysSeqAreaShare_pct": 50.1,
  "use_met1_pct": 41.1,
  "clock_path_buffers": 2,
  "die-width_um": 73.5,
  "synth-main-ff-cell": "dfxtp_1",
  "logic_family": "simple AND/OR/NAND/NOR gates",
  "wl_mm": 7.38,
  "holdPathStages": 1,
  "p_seq_share_pct": 43.2,
  "dieArea_um2": 5410,
  "syn_area_per_cell_um2": 10.4,
  "drv_cap": 0,
  "clock_sink_count": 64,
  "synth_cells": 246,
  "yosys_area_um2": 2560,
  "ys_sh_simple_pct": 13.3,
  "ant_nets": 0,
  "path_clk_slew_ns": 0.06,
  "p_leak_nw": 1.78,
  "antennaDiodeCount": 0,
  "ys_types": 50,
  "comb_power_share_pct": 22.2,
  "cp-start-kind": "input pin",
  "core.rowCount": 25,
  "vias_per_cell": 5.20,
  "fp.dieH_um": 73.5,
  "design_area_um2": 4260,
  "grtUsageMet3_pct": 7.21,
  "synth_flops": 64,
  "critPathKind": "in2reg",
  "initial_core_util_pct": 53.1,
  "warnings": 36,
  "synthesis.area_um2": 2560,
  "core_area_um2": 4820,
  "relSlewSlack_pct": 78.0,
  "holdPathEnd": "currentpc[3]",
  "synth-edff-count": 0,
  "routabilityCongestion": 0.914
}
-- worst max path at each step --
stage | to | cells past startpoint | start | slack [ns]
final | instruction[28] | 7 | pc[2] | 0.002
after global routing | instruction[20] | 8 | pc[2] | -0.03
after CTS | instruction[26] | 8 | pc[2] | 0.01
-- placed cells by master (no fill, tap or decap), types with 6 or more instances in the layout --
master / synthesis / routed
dfxtp_1: 64 / 64
clkdlybuf4s50_1: 0 / 93
a21oi_1: 9 / 7
ha_1: 13 / 6
nand2_1: 13 / 12
buf_4: 2 / 54
mux2i_1: 13 / 13
clkbuf_8: 0 / 12
xnor2_1: 8 / 6
o21ai_0: 15 / 15
nor2b_1: 8 / 8
nor3_1: 10 / 10
nand3_1: 14 / 14
nor2_1: 9 / 8
-- synth_stat cells, types with 2 or more instances --
| master | n | area share [%] |
|---|---|---|
| buf_6 | 2 | 0.88 |
| mux2i_1 | 13 | 5.1 |
| nor2_1 | 9 | 1.3 |
| xnor2_4 | 2 | 2.2 |
| inv_1 | 7 | 1.0 |
| xnor2_1 | 8 | 2.7 |
| o21a_1 | 2 | 0.59 |
| nand3_1 | 14 | 2.7 |
| a21oi_1 | 9 | 1.8 |
| dfxtp_1 | 64 | 50 |
| buf_4 | 2 | 0.59 |
| a211oi_1 | 5 | 1.5 |
| and2_1 | 3 | 0.73 |
| a31oi_1 | 4 | 0.98 |
| nor2b_1 | 8 | 2.0 |
| buf_1 | 2 | 0.29 |
| xnor2_2 | 2 | 1.3 |
| nor3_1 | 10 | 2.0 |
| o211ai_1 | 2 | 0.59 |
| o21ai_0 | 15 | 2.9 |
| ha_1 | 13 | 6.4 |
| nand2_1 | 13 | 1.9 |
| o22ai_1 | 2 | 0.49 |
| clkbuf_1 | 9 | 1.3 |
-- through the flow --
stage	hold WS, ns	setup TNS [ns]	utilization [%]
2_1_floorplan	0.388	-0.00880	-
3_3_place_gp	0.809	-11.38	82.1
3_5_place_dp	0.812	-12.42	82.1
4_1_cts	0.453	0	86.8
5_1_grt	0.339	-0.128	88.4
6_report	0.335	0	88.4
-- metal layers --
layer  vias to the layer above  wire (µm)
li1                       1152          -
met1                      1120       3150
met2                       121       3370
met3                        15        742
met4                         0        126
met5                         -          0
-- power by group through the flow --
| stage | logic (mW) | registers (mW) | clock network (mW) |
|---|---|---|---|
| 4_1_cts | 0.763 | 1.56 | 1.27 |
| 5_1_grt | 0.857 | 1.56 | 1.33 |
| 6_report | 0.798 | 1.55 | 1.25 |
-- critical path: stages --
cell and delay, ns:
clkdlybuf4s50_1 0.46, buf_4 0.18, and3b_2 0.24, buf_4 0.17, xnor2_4 0.26, a32oi_1 0.15, o21ai_0 0.22
-- logic make-up after synthesis --
group	count (synthesis)
flops	64
buf+inv	24
fa+ha+maj	13
xor+xnor	14
mux	14
simple gates	66
compound gates	51
-- final cells by class --
type | instances | area, µm²
timing repair buffer | 151 | 1390
fill | 234 | 561
multi-input combinational | 158 | 1270
clock inverter | 2 | 37.5
sequential | 64 | 1280
tap | 67 | 83.8
inverter | 8 | 32.5
clock buffer | 13 | 169
-- sequential cells by signal, summed over array words and instances, names as in the netlist --
signal	count
currentpc	32
instruction	32
-- what timing repair did --
item,CTS,global route
pin swaps,0,1
hold buffers,0,0
cloned,0,0
gates resized,8,14
buffers inserted,0,1
setup endpoints to repair,24,16
Power is estimated from default activity; no workload was simulated.
