[flow/run.sh]
#!/bin/bash
# OpenROAD 26Q1-2900-gdf79404cd8, Yosys 0.63+post, stock flow scripts
make -C /OpenROAD-flow-scripts/flow DESIGN_CONFIG=/design/flow/config.mk WORK_HOME=/design/flow/orfs finish
[flow/config.mk]
export PLATFORM = sky130hd
export DESIGN_NAME = regfile
export DESIGN_NICKNAME = regfile
export VERILOG_FILES = /design/flow/design.v
export SDC_FILE = /design/flow/constraint.sdc
export NUM_CORES = 4
export LEC_CHECK = 1
export CORE_UTILIZATION = 30
[flow/constraint.sdc]
current_design regfile

set clk_period 6.2
set clk_io_pct 0.2

create_clock -name clk0 -period $clk_period

set non_clock_inputs [all_inputs -no_clocks]
set_input_delay [expr $clk_period * $clk_io_pct] -clock clk0 $non_clock_inputs
set_output_delay [expr $clk_period * $clk_io_pct] -clock clk0 [all_outputs]
[flow/design.v]
module memory(address,datain,dataRead,dataWrite,dataout);
input [31:0] address;
input dataRead;
input dataWrite;
input [31:0] datain;
output reg [31:0]dataout;
reg [31:0]memoryy[63:0];
always @(*)
begin
memoryy[0]=32'd5;    
memoryy[1]=32'd3;    
memoryy[2]=32'd0;    
memoryy[3]=32'd1;
memoryy[4]=32'd2;
memoryy[5]=32'd4;
if (dataRead==1 && dataWrite==0)
begin
dataout = memoryy[address];
end
else if (dataRead==0 && dataWrite==1)
begin
memoryy[address]=datain;
end
end
endmodule
module regfile(rs,rt,multi_inp,imm,regWrite,ALUSrc,dataout,rsvalue,rtvalue,rttemp);               
input [4:0]rs,rt,multi_inp;
input regWrite;
input [31:0]dataout;
input ALUSrc;
input [15:0]imm;
output [31:0]rttemp;
output [31:0] rsvalue,rtvalue;
reg [31:0] gprs[31:0];         
reg sign;
reg [31:0]signextend;
wire [31:0]rss;
wire [31:0]rtt;
wire [31:0]rttemp;
assign rss=gprs[rs];	
assign rtt=gprs[rt];
memory me(rss,32'bz,1,0,rsvalue);
memory me2(rtt,32'bz,1,0,rttemp);      
assign rtvalue=(ALUSrc==0)? rttemp:{imm[15],imm[15],imm[15],imm[15],imm[15],imm[15],imm[15],imm[15],imm[15],imm[15],imm[15],imm[15],imm[15],imm[15],imm[15],imm[15],imm};
always@(*)
begin
gprs[rs]= 32'd0;    
gprs[rt]=32'd1;     
gprs[multi_inp]= (regWrite==1)? dataout : gprs[multi_inp];    
gprs[5'd31]=32'd2;       
end
endmodule
==> results.py <==
# Flow results
metrics = {
    "outcome": {
        "status": "complete, no violations",
    },
    "detailed_routing": {
        "via_per_inst": 6.93,
        "wl_met2_mm": 36.2,
        "vias": 16100,
        "drt_wl_total_mm": 94.1,
        "wire_per_inst_um": 40.6,
        "highest_layer": "met5",
        "drt_iter0_drc": 2414,
        "wl_met3_mm": 15.0,
        "drc_errors": 0,
        "wl_met1_mm": 33.4,
        "first_pass_iters": 6,
        "antenna_left": 0,
    },
    "synth": {
        "yosys.area_share.aoi": 0.263,
        "ys_sh_xor": 0.00226,
        "mux_area_frac": 0.0314,
        "synth-async-reset-ratio": 0,
        "syn_area_um2": 11600,
        "ys_types": 77,
        "netlist_instances": 1713,
        "ys_sh_simple": 0.353,
        "yosys_warnings": 1063,
        "adder_share": 0,
        "ys_cells": 1713,
        "top_logic_kind": "simple AND/OR/NAND/NOR gates",
        "ys_chip_area_um2": 11600,
        "synth-edff-count": 0,
        "syn_area_per_cell_um2": 6.80,
        "yosys_most_used_dff": "dlxtn_1",
        "synth_flops": 186,
    },
    "final_layout": {
        "postLayoutCoreUtil": 0.359,
        "drive_gt1_frac": 0.128,
        "finalInstanceArea_um2": 13600,
        "fillCellCount": 4075,
        "area_growth_pct": 16.8,
        "logic_area_um2": 7850,
        "layout.cells.non_filler": 2318,
        "seq_area_um2": 2790,
        "largest_reg_flops": 186,
    },
    "power_and_ir_drop": {
        "intPower_mw": 0.409,
        "power_switching_share": 0.632,
        "power_switching_mw": 0.701,
        "p_leak_nw": 5.20,
        "p_total_mw": 1.11,
        "vdd_ir_drop_max_mv": 0.0420,
        "power_density_nw_per_um2": 81.6,
    },
    "die": {
        "die_y_um": 199,
        "rows": 71,
        "core_area_um2": 37900,
        "chipArea_um2": 39600,
        "die_w_um": 199,
        "fp_util": 0.307,
        "ios": 161,
    },
    "global_route": {
        "grt_pass1_vias": 14500,
        "grt_max_degree": 34,
        "grt_usage": 0.486,
        "antenna_found_initial": 16,
        "grt-ovfl-total": 0,
        "grt_pass1_wl_mm": 125,
    },
    "worst_setup_path": {
        "worstSetupEndpointType": "output pin",
        "crit_start": "rs[0]",
        "worstSetupStartpointType": "primary input",
        "crit_type": "primary input to output pin",
        "arrival_ns": 4.92,
        "cp_max_fo": 9,
        "cp.required_ns": 4.96,
    },
    "final_timing": {
        "finalCritPeriodShare": 0.993,
        "hold_violations": 0,
        "relSlewSlack": 0.250,
        "finalSetupViolCount": 0,
        "min_period_ns": 6.16,
        "setup_tns_ns": 0,
        "rsz0062_at_grt": "no",
        "slew_violations": 0,
        "worst-slew-pin-transition_ns": 1.12,
        "untimed_endpoints": 186,
        "unclocked_pins": 186,
        "fmax_mhz": 162,
    },
    "run": {
        "warning_count": 58,
        "maxCapViolCount": 0,
    },
    "min_path": {
        "min-delay-start": "imm[11]",
        "hold_path.class": "primary input to output pin",
    },
    "place": {
        "port_buffers": 77,
        "placed_area_um2": 13500,
        "gp_congestion": 1.25,
        "hpwl_mm": 75.0,
        "dp.cells": 2309,
    },
    "clocking": {
        "hold_buffers": 0,
    },
}
-- routing by layer --
metal	GRT usage	vias up
met1	0.582	7536
met4	0.356	14
met3	0.253	460
met5	0	-
li1	-	6506
met2	0.660	1558
-- critical path, stage by stage --
cell             delay, ns
clkdlybuf4s50_1       0.64
or2_2                 0.52
nor2_1                0.64
a32oi_1               0.12
and4_1                0.22
a31oi_1               0.30
buf_4                 0.19
xnor2_1               0.07
nor4_1                0.32
buf_4                 0.18
clkdlybuf4s50_1       0.45
-- cells by family after synthesis --
group	count (synthesis)
AND-OR/OR-AND	470
XOR/XNOR	3
buffers and inverters	236
other	1
latches	186
multiplexers	35
AND/OR/NAND/NOR	782
-- cells in the final DEF, fill, tap and decap left out, types with 7 or more instances in the layout --
cell,Yosys,routed
nand3_1,358,358
dlxtn_1,186,186
o21ai_0,184,184
buf_4,81,170
nor2_1,102,99
nand2_1,81,81
clkdlybuf4s50_1,0,75
a22oi_1,64,62
nand4_1,58,58
conb_1,1,58
and3_1,41,41
a21oi_1,40,38
a32oi_1,34,34
a21boi_0,32,32
mux2i_1,23,23
and2_1,19,19
nor3_1,19,19
a31oi_1,19,19
nor4_1,12,12
mux2_2,12,12
buf_12,0,11
nor2b_1,13,10
diode_2,0,9
nor3b_1,11,9
nand3b_1,9,9
o22ai_1,9,9
a2111oi_0,14,9
and3b_1,9,8
o21ai_1,8,8
o211ai_1,8,8
a32o_1,7,7
or4_1,7,7
-- final timing paths --
path	cells past startpoint	to	slack, ns
worst max-delay path	11	rsvalue[1]	0.04
worst min-delay path	3	rtvalue[11]	3.40
-- final cells by class --
type | count | area share
sequential | 186 | 0.205
inverter | 6 | 0.00166
tap | 511 | 0.0470
timing repair buffer | 258 | 0.167
antenna | 9 | 0.00166
multi-input combinational | 1348 | 0.577
-- per-stage QoR --
step                      hold WS, ns  setup slack [ns]
after floorplan                  2.55              1.56
after global placement           3.41           -0.0361
after detailed placement         3.40            0.0837
after CTS                        3.40            0.0840
after global routing             3.43           0.00481
final                            3.40            0.0414
-- timing repair --
action                     4_1_cts  5_1_grt
gates resized                    0       14
buffers inserted                 0        0
setup endpoints to repair        0        6
-- cells in the mapped netlist, types with 6 or more instances --
library cell  number  share of area
and3b_1            9         0.0068
a22oi_1           64          0.041
o21ai_1            8         0.0034
a21boi_0          32          0.021
and2_1            19          0.010
buf_1              6         0.0019
o211ai_1           8         0.0052
nor2b_1           13         0.0070
mux2_2            12          0.012
nor4_1            12         0.0064
a32oi_1           34          0.026
nand3_1          358           0.15
nand4_1           58          0.031
dlxtn_1          186           0.24
buf_4             81          0.052
o22ai_1            9         0.0048
or3_1              6         0.0032
clkbuf_2          10         0.0043
nor2_1           102          0.033
a21oi_1           40          0.017
nand3b_1           9         0.0058
inv_1              6         0.0019
nor3b_1           11         0.0071
clkbuf_1          82          0.026
nor3_1            19         0.0082
a2111oi_0         14          0.011
or4_1              7         0.0045
o21ai_0          184          0.079
mux2i_1           23          0.020
o2111ai_1          6         0.0045
a32o_1             7         0.0060
a31oi_1           19          0.010
buf_2             49          0.021
nand2_1           81          0.026
and3_1            41          0.022
