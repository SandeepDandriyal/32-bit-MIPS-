**run.sh**
```bash
#!/bin/bash
# OpenROAD 26Q1-2900-gdf79404cd8, Yosys 0.63+post, stock flow scripts
make -C /OpenROAD-flow-scripts/flow DESIGN_CONFIG=/design/flow/config.mk WORK_HOME=/design/flow/orfs finish
```
**config.mk**
```make
export PLATFORM = sky130hd
export DESIGN_NAME = nextInstrc
export DESIGN_NICKNAME = nextInstrc
export VERILOG_FILES = /design/flow/design.v
export SDC_FILE = /design/flow/constraint.sdc
export NUM_CORES = 4
export LEC_CHECK = 1
export CORE_UTILIZATION = 50
```
**constraint.sdc**
```tcl
current_design nextInstrc

set clk_period 18.4
set clk_io_pct 0.2

create_clock -name clk0 -period $clk_period

set non_clock_inputs [all_inputs -no_clocks]
set_input_delay [expr $clk_period * $clk_io_pct] -clock clk0 $non_clock_inputs
set_output_delay [expr $clk_period * $clk_io_pct] -clock clk0 [all_outputs]
```
**design.v**
```verilog
module nextInstrc(reset,pc,BrType,rs,rt,jta,PCSrc,syscall,newpc,incrpc);
input reset;
input [1:0] BrType, PCSrc;
input [31:0] pc;
input [25:0]jta;
input [31:0]syscall;
input [31:0] rs,rt;                     
output reg [31:0] newpc;
output reg [31:0]incrpc;
reg [29:0]temppc32;
reg [29:0]Pc32;
reg [29:0]tempincrpc;
reg sign;
reg [15:0]signextend;
always @(*)
begin
if (reset==1'b1)
begin
newpc=32'b0;
end
else
begin
Pc32=pc[31:2];
tempincrpc=Pc32+1;
incrpc={tempincrpc,pc[1:0]};
	if (PCSrc==2'b00)
	begin
		if (BrType==2'b00)
		begin
			temppc32=Pc32+1;
			newpc={temppc32,pc[1:0]};
		end
		else if (BrType==2'b11)
		begin
			if (rs<0)
			begin
			sign=jta[15];
			signextend={sign,sign,sign,sign,sign,sign,sign,sign,sign,sign,sign,sign,sign,sign,sign,sign};
			temppc32=pc+{signextend,jta[15:0]};
			newpc={Pc32,pc[1:0]};
			end
			else
			begin
			temppc32=Pc32+1;
			newpc={temppc32,pc[1:0]};
			end
		end
		else if (BrType==2'b01)
		begin
			if (rs==rt)
			begin
			sign=jta[15];
			signextend={sign,sign,sign,sign,sign,sign,sign,sign,sign,sign,sign,sign,sign,sign,sign,sign};
			newpc=pc+{signextend,jta[15:0]};
			end
			else
			begin
			temppc32=Pc32+1;
			newpc={temppc32,pc[1:0]};
			end
		end
		else if (BrType==2'b10)
		begin
			if (rs!=rt)
			begin
			sign=jta[15];
			signextend={sign,sign,sign,sign,sign,sign,sign,sign,sign,sign,sign,sign,sign,sign,sign,sign};
			newpc=pc+{signextend,jta[15:0]};
			end
			else
			begin
			temppc32=Pc32+1;
			newpc={temppc32,pc[1:0]};
			end
		end
	end
	else if (PCSrc==2'b01)
	begin
		newpc={pc[31:28],jta};
	end
	else if (PCSrc==2'b10)
	begin
		newpc={rs[31:2],pc[1:0]};
	end
	else if (PCSrc==2'b11)
	begin
		newpc={syscall,pc[1:0]};
	end
end
end
endmodule
```
==> flow_summary.yaml <==
# yosys + openroad results
worst_setup_path:
  critical_path_peak_fanout: 27
  startpoint: "rs[17]"
  setup.worst_path.class: "in2out"
  worstSetupEndpointType: "primary output"
  critical_path_launch_point_type: "input pin"
  critPathRequiredTime_ns: 14.72
  worst_ep_arrival_time_ns: 7.72
  crit_end: "newpc[20]"
sta:
  fmaxAchievable_mhz: 87.70
  transition_time_of_the_tightest_slew_check_pin_ns: 0.8489
  worst_slew_margin_rel_pct: 43.27
  unclocked_pins: 64
  slew_violations: 0
  unconstrained_endpoints: 96
  fin_setup_tns_ns: 0
  grt_setup_unrepaired: "no"
  layout_worst_path_cycle_share_pct: 61.97
  period_needed_ns: 11.40
  hold_violations: 0
  number_of_endpoints_failing_setup_at_the_final_stage: 0
global_route:
  grt_pass1_wl_um: 27580
  globalRouteTotalUtil_pct: 35.80
  grt_antenna_before_repair: 0
  grt_max_degree: 58
  vias_in_the_first_global_route: 5221
  global_route.overflow_total: 0
yosys:
  synth-cells-yosys: 626
  synth.cell_area_um2: 4836
  post-synth-top-area-fraction_pct: 19.87
  synth_area_per_cell_um2: 7.725
  synth_chip_area_um2: 4836
  ys.warnings.count: 1
  topCellsByArea: "sky130_fd_sc_hd__dlxtn_1 20%, sky130_fd_sc_hd__xnor2_1 11%, sky130_fd_sc_hd__ha_1 8.3%, sky130_fd_sc_hd__mux2i_1 7.0%, sky130_fd_sc_hd__a21oi_1 4.8%"
  synth.lib_cells_used.distinct: 66
  post-synth-top-area-cell: "sky130_fd_sc_hd__dlxtn_1"
  postSynthRegisterBits: 64
  synth_async_sr_flop_share_pct: 0
  synth-main-ff-cell: "sky130_fd_sc_hd__dlxtn_1"
  synth-edff-count: 0
  synth_cells: 626
routing:
  drt.antenna.violating_nets: 0
  routedWlPerCell_um: 18.38
  detail_route.vias_per_cell: 5.676
  drc_errors: 0
  drtIter0Drc: 253
  finalWirelength_um: 18110
  drtPass1Iterations: 5
  antenna_cells_inserted: 0
  vias: 5591
finish:
  drive_gt1_share_pct: 3.972
  stdcell_area_um2: 7242
  logic_area_um2: 3797
  fill_cell_instance_count_of_the_final_layout: 637
  layout_top_cell_excl_fill_tap: "sky130_fd_sc_hd__clkdlybuf4s50_1"
  final_cell_mix: "219 x sky130_fd_sc_hd__clkdlybuf4s50_1, 64 x sky130_fd_sc_hd__dlxtn_1, 63 x sky130_fd_sc_hd__xnor2_1"
  area.sequential_um2: 960.9
  synthToLayoutAreaGrowth_pct: 49.75
job:
  maxCapViolations: 0
  tool_warnings: 35
floorplanning:
  dieArea_um2: 10070
  floorplan.core_area_um2: 9284
  die_h_um: 100.3
  fp_util_pct: 52.09
  floorplan.io_pins: 223
  die_width_um: 100.3
  rows: 35
pwr:
  power-per-cell-area_nw_per_um2: 24.20
  leakage_nw: 3.028
  totalPowerFinal_mw: 0.1753
  power.ir.vdd_worst_mv: 0.01238
status:
  run_status: "finished clean"
placement:
  dp_hpwl_um: 14900
  place.port_buffers: 221
  gp_congestion: 0.9830
  detailed_place.area_um2: 7242
clock_network:
  cts_hold_repair.buffers: 0
  cts.repair.resized: 0
  post_cts_buffers: 0
==> stage by stage <==
step	std cells	worst slack (ns)	util, %
after floorplan	657	8.701	-
after global placement	985	7.161	78.01
after detailed placement	985	7.076	78.01
after CTS	985	7.073	78.01
after global routing	985	6.801	78.01
final	985	6.997	78.01
==> flip-flops by register name, summed over array words and instances (netlist names) <==
register and cells:
newpc 32, incrpc 32
==> per-layer routing <==
metal  global-route usage (%)  part of all wire, %  vias up
met5                        0                    0        -
met4                    11.15                  3.1        0
met3                    6.091                  9.3       39
met2                    57.69                   46      296
met1                    49.60                   42     2550
li1                         -                    -     2706
==> where the power goes <==
group	total, mW	leakage (nW)	switching [mW]	internal (mW)
logic	0.162	2.51	0.0789	0.0830
registers	0.0134	0.513	0.00135	0.0120
clock network	0	0	0	0
==> cells in the mapped netlist (9+ instances only) <==
master	n
sky130_fd_sc_hd__ha_1	32
sky130_fd_sc_hd__a21oi_1	46
sky130_fd_sc_hd__mux2i_1	34
sky130_fd_sc_hd__o21a_1	9
sky130_fd_sc_hd__xor2_1	21
sky130_fd_sc_hd__nand4_1	17
sky130_fd_sc_hd__a211oi_1	22
sky130_fd_sc_hd__dlxtn_1	64
sky130_fd_sc_hd__o21ai_0	36
sky130_fd_sc_hd__nor2_1	48
sky130_fd_sc_hd__nand3_1	19
sky130_fd_sc_hd__a21o_1	11
sky130_fd_sc_hd__inv_1	22
sky130_fd_sc_hd__nand2_1	38
sky130_fd_sc_hd__clkbuf_1	18
sky130_fd_sc_hd__xnor2_1	63
==> cell type report <==
type                    count  share of cell area (%)
well taps                 129                   2.229
repair buffers            226                   30.93
flip-flops and latches     64                   13.27
inverters                  22                   1.140
multi-input cells         544                   52.44
==> logic make-up (layout without fill, tap and decap cells) <==
| group | count (synthesis) | count (layout) | share of synthesized area [%] |
|---|---|---|---|
| AOI/OAI and AO/OA | 180 | 180 | 24.92 |
| xor gates and xnor gates | 85 | 85 | 15.55 |
| adders and majority gates | 33 | 33 | 8.693 |
| buffers and inverters | 49 | 248 | 4.010 |
| latches | 64 | 64 | 19.87 |
| muxes | 42 | 42 | 8.901 |
| other | 1 | 32 | 0.07755 |
| and+or+nand+nor | 172 | 172 | 17.98 |
==> critical path: stages <==
cell	delay (ns)
sky130_fd_sc_hd__clkdlybuf4s50_1	0.45
sky130_fd_sc_hd__xnor2_1	0.23
sky130_fd_sc_hd__nand4_1	0.16
sky130_fd_sc_hd__nor4_1	0.60
sky130_fd_sc_hd__a21oi_1	0.14
sky130_fd_sc_hd__a32o_1	0.26
sky130_fd_sc_hd__buf_4	0.28
sky130_fd_sc_hd__and2_1	0.42
sky130_fd_sc_hd__a221o_1	0.48
sky130_fd_sc_hd__a211oi_2	0.20
sky130_fd_sc_hd__dlxtn_1	0.35
sky130_fd_sc_hd__clkdlybuf4s50_1	0.44
Power is estimated from default activity; no workload was simulated.
